**flow/config.mk**
```make
export PLATFORM = sky130hd
export DESIGN_NAME = frame_address_select
export DESIGN_NICKNAME = frame_address_select
export VERILOG_FILES = /design/flow/design.v
export SDC_FILE = /design/flow/constraint.sdc
export NUM_CORES = 4
export LEC_CHECK = 1
export CORE_UTILIZATION = 50
```
**flow/run.sh**
```bash
#!/bin/bash
# OpenROAD 26Q1-2900-gdf79404cd8, Yosys 0.63+post, stock flow scripts
make -C /OpenROAD-flow-scripts/flow DESIGN_CONFIG=/design/flow/config.mk WORK_HOME=/design/flow/orfs finish
```
**flow/design.v**
```verilog
module frame_address_select (input [9:0] drawxsig, drawysig, ballxsig, ballysig,
										input [1:0] frame_number,
										output [18:0] read_address_mario);
always_comb
begin
	case(frame_number)
		2'b00: begin
				read_address_mario = (drawxsig-(ballxsig-10))+ (drawysig-(ballysig-20))*20;
				end
		2'b01: begin
				 read_address_mario = (drawxsig-(ballxsig-10))+ (drawysig-(ballysig-20))*20 + 800;
				 end
		2'b10: begin
					 read_address_mario = (drawxsig-(ballxsig-10))+ (drawysig - (ballysig-20))*20 + 1600;
				 end
		2'b11: begin
				 read_address_mario = (drawxsig-(ballxsig-10))+ (drawysig-(ballysig-20))*20 + 800;
				 end
		default: begin
					read_address_mario = (drawxsig-(ballxsig-10))+ (drawysig-(ballysig-20))*20;
					end
	endcase
end
endmodule
```
**flow/constraint.sdc**
```tcl
current_design frame_address_select

set clk_period 14.5
set clk_io_pct 0.2

create_clock -name clk0 -period $clk_period

set non_clock_inputs [all_inputs -no_clocks]
set_input_delay [expr $clk_period * $clk_io_pct] -clock clk0 $non_clock_inputs
set_output_delay [expr $clk_period * $clk_io_pct] -clock clk0 [all_outputs]
```
==> impl.org <==
* Implementation run

** Critical path
- Worst path depth :: 30
- STA puts the critical path data arrival time at 9430 ps.
- Count of buffering cells on the critical path with inverters included :: 4
- The largest single stage delay on the critical path is 500 ps.
- Looking at the critical path, the single cell with the biggest stage delay is sky130_fd_sc_hd__clkdlybuf4s50_1.
- CP Capture Type :: output pin
- Crit. Startpoint :: ballysig[2]
- At the worst endpoint, the required time is 11600 ps.
- End point of the critical path :: read_address_mario[18]
- Looking at the critical path, the highest net fanout was 6.
- Most numerous cell on the critical path :: sky130_fd_sc_hd__ha_1
- Class of the most critical setup path :: input port to output pin
- Crit path max-delay family :: AND-OR/OR-AND gates
- Critical Path Start Type :: input port

** Routing
- DR WL/cell :: 10.3 um
- Number of vias per cell after detailed routing :: 5.18
- Remaining design rule violation count :: 0
- Number of antenna-violating nets in the routed design :: 0
- Count of antenna diodes in the layout :: 0
- For this run, the detailed router's first-pass iteration total came to 4.
- In this run, the number of DRC markers left after iteration 0 of detailed routing was 53.
- Routed WL :: 5460 um
- Total via count in the routed design :: 2748

** Logic synthesis
- Syn avg cell area :: 7.71 sq um
- Of the synthesized area, sequential elements account for 0.
- Tally of yosys warning messages :: 6
- The netlist uses 60 different library cells.
- Counting every instance in the synthesized netlist gives 396.
- Chip Area, Yosys :: 0.00305 sq mm
- Post-synthesis cell count from yosys :: 396
- Netlist area before placement :: 0.00305 sq mm

** Placement
- Post-DP HPWL :: 5030 um
- Routability congestion estimate from global placement :: 0.885
- Setup slack on the worst path after placement came out at 2180 ps.
- Per the placement log, port buffering inserted 61 buffers.
- Post-detailed-placement cell area :: 0.00375 sq mm

** Final timing
- Setup repair after global routing left no endpoint under its margin.
- Number of hold violations in the final report :: 0
- The transition time recorded at the tightest slew-check pin is 671 ps.
- Slew margin rel. :: 0.552
- Post-route period utilization is reported as 0.850.
- Final-layout setup total negative slack :: 0 ps
- Fmax :: 81.1 MHz
- The end-of-flow timing check tallies setup violations at 0.
- Worst hold slack :: 6790 ps
- Subtracting the final worst setup slack from the clock period gives 12330 ps.
- Max-slew check failures listed in the final report amount to 0.
- Setup slack on the critical path of the routed design comes to 2170 ps.

** Floorplan
- Per the OpenROAD floorplan log, the width of the die is 80.1 um.
- For this design the top-level I/O count stands at 61.
- Total die size :: 0.00642 sq mm
- The floorplan has 28 rows.
- The floorplan step set the die height to 80.1 um.
- The core region is 0.00592 sq mm.
- The floorplan step records an initial core utilization of 0.515.

** Min path
- Worst hold path class :: input port to output pin

** GRT
- Summed over all layers, the global routing overflow is 0.
- The via count of the first global-routing pass came to 2210.
- Wire length of the first global-routing pass :: 9000 um
- Number of antenna violations at the first check in global routing :: 0
- Pin count of the biggest net entering global routing :: 14
- All-layer global routing usage :: 0.169

** Cells and area
- Clock buffers :: 0
- Per the cell usage report, the commonest logic cells after layout are 68 x sky130_fd_sc_hd__ha_1, 61 x sky130_fd_sc_hd__clkdlybuf4s50_1, 56 x sky130_fd_sc_hd__inv_1.
- The finished cells cover 0.00375 sq mm.
- Area taken by flip-flops and latches :: 0 sq um
- Layout area overhead :: 22.8%
- Layout fillers :: 570
- Most common logic cell in the routed design :: sky130_fd_sc_hd__ha_1
- Per the final layout report, the fraction of cells sized above drive strength 1 comes to 0.0505.
- Num sequential :: 0

** Run status
- The run finished with clean final reports.

** CTS
- CTS hold repair buffers :: 0
- Post-CTS Resized :: 0
- Per the repair_timing log after CTS, setup buffers inserted total 0.

** Flow run
- Per the run summary, max-cap violations total 0.
- In this run the tools logged warnings totalling 33.
synth_stat cells (3+ instances only):
cell	instances	area share
sky130_fd_sc_hd__xnor2_1	32	0.092
sky130_fd_sc_hd__nand2_1	22	0.027
sky130_fd_sc_hd__nand3b_1	3	0.0074
sky130_fd_sc_hd__inv_1	56	0.069
sky130_fd_sc_hd__o21ai_0	19	0.031
sky130_fd_sc_hd__nor4_1	5	0.010
sky130_fd_sc_hd__a21o_1	6	0.015
sky130_fd_sc_hd__a31oi_1	6	0.012
sky130_fd_sc_hd__nor3_1	9	0.015
sky130_fd_sc_hd__a21oi_1	20	0.033
sky130_fd_sc_hd__ha_1	68	0.28
sky130_fd_sc_hd__o21ai_2	3	0.0086
sky130_fd_sc_hd__o21a_1	3	0.0074
sky130_fd_sc_hd__fa_1	11	0.072
sky130_fd_sc_hd__nor2b_1	9	0.018
sky130_fd_sc_hd__nand2b_1	4	0.0082
sky130_fd_sc_hd__a211oi_1	3	0.0074
sky130_fd_sc_hd__xor2_1	20	0.057
sky130_fd_sc_hd__nor2_1	37	0.046
sky130_fd_sc_hd__a211oi_2	3	0.012
sky130_fd_sc_hd__nand3_1	4	0.0066
sky130_fd_sc_hd__a21boi_0	6	0.015
how the worst min path moves through the flow:
stage / to / slack [ps] / cells past startpoint / startpoint
6_report: read_address_mario[0] / 6790 / 5 / drawxsig[0]
5_1_grt: read_address_mario[0] / 6850 / 5 / drawxsig[0]
4_1_cts: read_address_mario[0] / 6800 / 5 / drawxsig[0]
area by class of cell:
| class | instances | area, sq um | area share |
|---|---|---|---|
| inverter | 56 | 210 | 0.0561 |
| timing repair buffer | 61 | 611 | 0.163 |
| tap | 75 | 93.8 | 0.0250 |
| multi-input combinational | 338 | 2830 | 0.756 |
layer usage:
| metal | wire [um] | GRT usage | vias to the layer above |
|---|---|---|---|
| met3 | 99 | 0.00115 | 0 |
| met1 | 2860 | 0.263 | 1205 |
| met5 | 0 | 0 | - |
| met4 | 0 | 0 | 0 |
| met2 | 2500 | 0.281 | 30 |
| li1 | - | - | 1513 |
per-stage QoR:
step	util	std cells
global route	0.633	530
finish	0.633	530
CTS	0.633	530
detailed placement	0.633	530
global placement	0.633	530
floorplan	-	396
kinds of logic (layout without fill, tap and decap cells):
| group | Yosys count | in the layout | synth area share |
|---|---|---|---|
| fa+ha+maj | 79 | 79 | 0.351 |
| compound gates | 98 | 98 | 0.239 |
| xor+xnor | 53 | 53 | 0.157 |
| mux | 1 | 1 | 0.00328 |
| simple gates | 107 | 107 | 0.179 |
| buf+inv | 58 | 117 | 0.0713 |
