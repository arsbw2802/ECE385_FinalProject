`flow/config.mk`:
```
export PLATFORM = sky130hd
export DESIGN_NAME = ball
export DESIGN_NICKNAME = ball
export VERILOG_FILES = /design/flow/design.v
export SDC_FILE = /design/flow/constraint.sdc
export NUM_CORES = 4
export LEC_CHECK = 1
export CORE_UTILIZATION = 50
```
`flow/run.sh`:
```
#!/bin/bash
# OpenROAD 26Q1-2900-gdf79404cd8, Yosys 0.63+post, stock flow scripts
make -C /OpenROAD-flow-scripts/flow DESIGN_CONFIG=/design/flow/config.mk WORK_HOME=/design/flow/orfs finish
```
`flow/design.v`:
```
module  ball ( input Reset, frame_clk,
					input [7:0] keycode, keycode1,
               output [9:0]  BallX, BallY, BallSX, BallSY,
					output [5:0] logx, 
					output flag_set, 
					output [1:0] set_parabola);
	 logic brick_bounce;
    logic [9:0] Ball_X_Pos, Ball_X_Motion, Ball_Y_Pos, Ball_Y_Motion, Ball_Size_X, Ball_Size_Y, y_deltadist, counter;
	 logic up_on, going_up;
    parameter [9:0] Ball_X_Center = 80;   
    parameter [9:0] Ball_Y_Center = 384; 
    parameter [9:0] Ball_X_Min=0;        
    parameter [9:0] Ball_X_Max=699;      
    parameter [9:0] Ball_Y_Min=0;        
    parameter [9:0] Ball_Y_Max=479;      
    parameter [9:0] Ball_X_Step=1;       
    parameter [9:0] Ball_Y_Step=1;       
		assign Ball_Size_X = 10'd10;
		assign Ball_Size_Y = 10'd20;
		always_comb
		begin
			set_parabola = 2'b00;
			if(keycode == 8'h1A || keycode1 == 8'h1A)
				set_parabola = 2'b01;
			if (keycode == 8'h07 || keycode1 == 8'h07)
				set_parabola = set_parabola | 2'b10;
		end
    always_ff @ (posedge Reset or posedge frame_clk )
    begin: Move_Ball
        if (Reset)   
        begin 
            Ball_Y_Motion <= 10'd0;  
				Ball_X_Motion <= 10'd0;  
				Ball_Y_Pos <= Ball_Y_Center;
				Ball_X_Pos <= Ball_X_Center;
				logx <= 0;
        end
        else 
        begin 
				 if ( (Ball_Y_Pos + Ball_Size_Y) >= Ball_Y_Max )	  
					begin 
					 Ball_Y_Motion <= (~ (Ball_Y_Step) + 1'b1);   
					end
				 else if ( (Ball_Y_Pos - Ball_Size_Y) <= Ball_Y_Min )   
					 begin
					  Ball_Y_Motion <= Ball_Y_Step;
					 end
				  else if ( ((Ball_X_Pos + Ball_Size_X + logx) >= Ball_X_Max)  || (Ball_X_Pos +logx >= 205 && Ball_X_Pos < 250 && Ball_Y_Pos >= 377) || (Ball_X_Pos + logx >= 245 && Ball_X_Pos < 294 && Ball_Y_Pos >= 331) )  
					 begin
					  Ball_X_Motion <= (~ (Ball_X_Step) + 1'b1);   
					 end
				 else if ( (Ball_X_Pos - Ball_Size_X) <= Ball_X_Min )   
					 begin 
					  Ball_X_Motion <= Ball_X_Step;
					 end 
				 else 
				begin
					  Ball_Y_Motion <= Ball_Y_Motion;   
				case (set_parabola)
					2'b10 : begin
									Ball_X_Motion <= 1; 
									Ball_Y_Motion <= 0;
									counter <= counter + 1;
							  end
					2'b01 : begin
								going_up <= 1;   
								brick_bounce <= 0;
							 Ball_Y_Motion <= -3;
							 Ball_X_Motion <= 0;
							 end
					2'b11: begin
								going_up <= 1;    
								brick_bounce <= 0;
								Ball_Y_Motion <= -3;
								Ball_X_Motion <= 1;
								counter <= counter +1;
								end
					default: 
						begin
							Ball_X_Motion <= 0;
						end
			   endcase
				end
							if(Ball_Y_Pos < 250 ||  (Ball_Y_Pos < 378 && !going_up && (Ball_X_Pos < 215 || Ball_X_Pos > 295) )) 
								begin 
								Ball_Y_Motion <= 3;
								going_up <= 0;
								end
							else if(Ball_Y_Pos < 250 ||  (Ball_Y_Pos < 332 && !going_up && Ball_X_Pos >= 215 && Ball_X_Pos < 254) ) 
								begin 
								Ball_Y_Motion <= 3;
								going_up <= 0;
								end
							else if(Ball_Y_Pos < 250 ||  (Ball_Y_Pos < 304 && !going_up && Ball_X_Pos >= 255 && Ball_X_Pos < 295) ) 
								begin 
								Ball_Y_Motion <= 3;
								going_up <= 0;
								end
							else if(!going_up && Ball_Y_Pos > 378 && (Ball_X_Pos < 215 || Ball_X_Pos > 295))  
							begin
								Ball_Y_Motion <= 0;
								Ball_Y_Pos <= 378;
							end
							else if(!going_up && Ball_Y_Pos > 332 && Ball_X_Pos >= 215 && Ball_X_Pos < 254)  
							begin
								Ball_Y_Motion <= 0;
								Ball_Y_Pos <= 332;
							end
							else if(!going_up && Ball_Y_Pos > 304 && Ball_X_Pos >= 255 && Ball_X_Pos < 295)  
							begin
								Ball_Y_Motion <= 0;
								Ball_Y_Pos <= 304;
							end
							else if (Ball_Y_Pos > 250 && (keycode == 8'h07 || keycode1 == 8'h07) && going_up)
								Ball_Y_Motion <= -3;
				 if(Ball_X_Pos >= 320 && (keycode == 8'h07 || keycode1 == 8'h07) && logx < 60)
					begin
					Ball_X_Motion<= 0;
					logx <= logx+1;
					end
				 if(Ball_X_Pos+logx >= 380 && Ball_X_Pos+logx < 699 && (keycode == 8'h07 || keycode1 == 8'h07) )
					begin
						Ball_X_Motion <= 1;
					end
				 Ball_Y_Pos <= (Ball_Y_Pos + Ball_Y_Motion);   
				 Ball_X_Pos <= (Ball_X_Pos + Ball_X_Motion);
		end 
    end
	 always_comb
	 begin
		if (counter[2:0] ==  3'b000 && set_parabola != 0)
			flag_set <= 1;
		else
			flag_set <= 0;
	 end
    assign BallX = Ball_X_Pos;
    assign BallY = Ball_Y_Pos;
    assign BallSX = Ball_Size_X;
	 assign BallSY = Ball_Size_Y;
endmodule
```
`flow/constraint.sdc`:
```
current_design ball

set clk_period 6.3
set clk_io_pct 0.2

create_clock -name clk0 -period $clk_period [get_ports {frame_clk}]

set non_clock_inputs [all_inputs -no_clocks]
set_input_delay [expr $clk_period * $clk_io_pct] -clock clk0 $non_clock_inputs
set_output_delay [expr $clk_period * $clk_io_pct] -clock clk0 [all_outputs]
```
==> impl_metrics.py <==
# Physical implementation metrics
metrics = {
    "die": {
        "die_h_um": 89.2,
        "rows": 31,
        "dieArea_um2": 7950,
        "die_w_um": 89.2,
        "fp_util": 0.521,
        "fp.coreArea_um2": 7290,
        "io_pins": 67,
    },
    "power": {
        "p_switching_mw": 0.137,
        "p_int_mw": 0.348,
        "powerDensity_nw_per_um2": 113,
        "seq_power_share": 0.507,
        "clockPowerShare": 0.324,
        "p_leak_nw": 1.92,
        "comb_power_share": 0.169,
        "peakVddDrop_mv": 0.107,
        "finalPower_mw": 0.485,
        "switching_share": 0.283,
    },
    "clocking": {
        "cts.sinks": 35,
        "clock_path_buffers": 2,
        "cts_tree": "done",
        "cts_root_buffer": "clkbuf_8",
        "htreeDepth": 2,
        "clock.latency.late_pin_ns": 0.29,
        "cts_resized": 0,
        "postCtsSetupBuffers": 0,
        "clk_pin_slew_ns": 0.08,
        "hold_buffers": 0,
        "cts_buffers": 5,
    },
    "worst_setup_path": {
        "cp_slowest_cell": "or4b_1",
        "slowest_delay_ns": 0.56,
        "worst_setup_path_start_kind": "input pin",
        "crit_chain": "clkdlybuf4s50_1, or4b_1, o21ai_2, nand2b_1, and3b_1, clkdlybuf4s50_1",
        "cpMostUsedCell": "clkdlybuf4s50_1",
        "crit_fanout": 7,
        "end_kind": "primary output",
        "cp.required_ns": 5.04,
        "crit_arrival_ns": 3.33,
        "crit_type": "in2out",
    },
    "logic_synthesis": {
        "synthArstFlopShare": 0.886,
        "synth_area_um2": 3800,
        "adder_share": 0.147,
        "top_cell_area_share": 0.178,
        "yosys_cells": 438,
        "edf_count": 4,
        "ys_ff": 35,
        "ys_top_logic_family": "AND-OR/OR-AND gates",
        "synth-simple-area-share": 0.212,
        "ys_sh_mux": 0.00890,
        "yosys-stat-area_um2": 3800,
        "synth-compound-area-share": 0.233,
        "area_leaders": "dfrtp_1, ha_1, buf_4, xnor2_1, a21oi_1",
        "yosys_warnings": 8,
        "synth_cell_types": 78,
        "synth_seq_share": 0.237,
        "avgSynthCellArea_um2": 8.67,
        "synth-xor-area-share": 0.0623,
        "synth_top_flop_cell": "dfrtp_1",
        "synthCells": 438,
        "synth.largest_area_cell": "dfrtp_1",
    },
    "cells_and_area": {
        "syn2layout_area_growth_pct": 13.2,
        "fin_util": 0.590,
        "design_area_um2": 4300,
        "drive_above_1_share": 0.0698,
        "fillers": 674,
    },
    "sta": {
        "tightest_slew_ns": 0.656,
        "finalHoldViolCount": 0,
        "setup_slack_ns": 1.71,
        "relSlewSlack": 0.563,
        "timing.final.crit_share": 0.728,
        "drv_slew": 0,
        "max_freq_mhz": 218,
        "layout_min_cycle_time_ns": 4.59,
        "setup_tns_ns": 0,
        "skew_ns": 0.0107,
        "setup_viol": 0,
        "rsz0062_at_grt": "false",
    },
    "global_route": {
        "grtUsageTotal": 0.242,
        "grt_max_degree": 33,
        "grt_overflow": 0,
        "first_global_vias": 3095,
        "grt_pass1_wl_mm": 14.7,
        "antenna_found_initial": 0,
    },
    "placement": {
        "placed_cell_area_um2": 4220,
        "gp_congestion": 0.877,
        "place.detailed.hpwl_mm": 6.81,
        "dp_slack_ns": 1.69,
        "portBuffers": 46,
    },
    "status": {
        "status": "finished clean",
    },
    "routing": {
        "dr.pass1.iters": 4,
        "drt-total-wl_mm": 8.77,
        "drcViolationCount": 0,
        "drt_iter0_drc": 101,
        "routedWlPerCell_um": 15.3,
        "num_antenna_cells": 0,
        "postRouteAntennaNets": 0,
        "vias": 3307,
        "via_per_inst": 5.78,
    },
    "min_path": {
        "hold_path_class": "reg2reg",
    },
    "flow_run": {
        "cap_violations": 0,
        "tool_warnings": 32,
    },
}
==> placed cells by master, fill, tap and decap left out, types with 4 or more instances in the layout <==
master | synthesis | layout
nand2_1 | 32 | 32
a311oi_1 | 6 | 6
edfxtp_1 | 4 | 4
nor2b_1 | 4 | 4
nor2_1 | 19 | 19
inv_1 | 34 | 34
a211o_1 | 5 | 5
a21oi_1 | 26 | 26
clkdlybuf4s50_1 | 0 | 46
nor3_1 | 7 | 7
xor2_1 | 10 | 10
and3_1 | 5 | 5
nand3_1 | 11 | 11
clkbuf_8 | 0 | 5
a31oi_1 | 4 | 4
fa_1 | 6 | 6
nand4_1 | 10 | 10
o221ai_1 | 5 | 5
dfrtp_1 | 27 | 27
xnor2_1 | 17 | 17
a21o_1 | 11 | 11
and2_1 | 4 | 4
ha_1 | 35 | 35
o21ai_0 | 22 | 22
conb_1 | 2 | 20
dfstp_2 | 4 | 4
nand2b_1 | 6 | 6
==> per-layer routing <==
layer,global-route usage,up-vias,routed length (um)
li1,-,1649,-
met1,0.379,1554,4260
met2,0.368,97,3850
met3,0.0496,7,567
met4,0.0289,0,89
met5,0,-,0
==> final timing paths <==
path	to	startpoint	slack (ns)	cells past startpoint
setup / recovery	flag_set	keycode[7]	1.71	6
hold / removal	Ball_Y_Pos[0]	Ball_Y_Motion[0]	0.51	1
setup reg to reg	counter[1]	Ball_X_Pos[1]	2.47	14
hold reg to reg	Ball_Y_Pos[0]	Ball_Y_Motion[0]	0.51	1
max in group asynchronous	Ball_X_Pos[4]	Reset	4.54	3
min in group asynchronous	Ball_X_Motion[0]	Reset	1.41	3
==> cell families after synthesis <==
group,count (synthesis)
buffers and inverters,73
xor gates and xnor gates,27
AOI/OAI and AO/OA,123
adders and majority gates,41
muxes,3
other,2
and+or+nand+nor,134
DFF,35
==> flip-flops by register name, indices dropped and copies added (netlist names) <==
register and cells:
logx 6, Ball_Y_Pos 10, Ball_Y_Motion 3, Ball_X_Motion 2
counter 3, going_up 1, Ball_X_Pos 10
==> critical path, delay by kind of cell <==
family	cells	cell delay, ns
buffers and inverters	2	0.86
AOI/OAI and AO/OA	1	0.32
and+or+nand+nor	3	0.89
==> area by class of cell <==
class / instances / area (um2) / share of cell area
multi-input combinational: 348 / 2590 / 0.603
clock buffer: 5 / 68.8 / 0.0160
timing repair buffer: 47 / 468 / 0.109
clock inverter: 3 / 15.0 / 0.00349
tap: 99 / 124 / 0.0288
sequential: 35 / 901 / 0.209
inverter: 35 / 131 / 0.0305
==> metrics by stage <==
stage / hold slack [ns] / std cells
CTS: 0.519 / 572
detailed placement: 0.498 / 564
finish: 0.513 / 572
global placement: 0.491 / 564
global route: 0.544 / 572
floorplan: 0.462 / 456
==> cell usage after synthesis, drive strengths merged (7+ instances only) <==
cell type and number:
xnor2 17, inv 35, dfrtp 27, o21ai 24, nand4 10, xor2 10, ha 35, nor2 20
a21o 11, nand2 32, a21oi 26, clkbuf 7, nand3 11, nor3 8, buf 31, a311oi 7
==> power by group through the flow <==
stage	clock (mW)	combinational (mW)	sequential (mW)
CTS	0.163	0.0837	0.246
global route	0.173	0.0941	0.247
finish	0.157	0.0821	0.246
Power is estimated from default activity; no workload was simulated.
