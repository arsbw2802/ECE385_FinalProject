File: config.mk
export PLATFORM = sky130hd
export DESIGN_NAME = detect_address_coin
export DESIGN_NICKNAME = detect_address_coin
export VERILOG_FILES = /design/flow/design.v
export SDC_FILE = /design/flow/constraint.sdc
export NUM_CORES = 4
export LEC_CHECK = 1
export CORE_UTILIZATION = 50
File: constraint.sdc
current_design detect_address_coin

set clk_period 10.9
set clk_io_pct 0.2

create_clock -name clk0 -period $clk_period

set non_clock_inputs [all_inputs -no_clocks]
set_input_delay [expr $clk_period * $clk_io_pct] -clock clk0 $non_clock_inputs
set_output_delay [expr $clk_period * $clk_io_pct] -clock clk0 [all_outputs]
File: design.v
module detect_address_coin ( input logic [9:0] currentxpos, currentypos,
			input logic [5:0] logx,
			output logic [18:0] read_addr);
always_comb
begin
	if( (currentxpos + logx > 140 ) && (currentxpos + logx < 155 ) 
		&& (currentypos > 378 ) && (currentypos < 398) )
		read_addr = (logx + currentxpos - 140) +(currentypos - 378)*15;
	else if((currentxpos + logx > 230 ) && (currentxpos + logx < 245 ) 
		&& (currentypos >  278) && (currentypos < 298))
		read_addr = (logx + currentxpos - 230) +(currentypos - 278)*15;
	else if ((currentxpos + logx > 260 ) && (currentxpos +logx < 275 ) 
		&& (currentypos > 278) && (currentypos < 298))
		read_addr = (logx + currentxpos - 260) +(currentypos - 278)*15;
	else 
		read_addr = (logx + currentxpos - 140) +(currentypos - 378)*15;
end
endmodule
File: run.sh
#!/bin/bash
# OpenROAD 26Q1-2900-gdf79404cd8, Yosys 0.63+post, stock flow scripts
make -C /OpenROAD-flow-scripts/flow DESIGN_CONFIG=/design/flow/config.mk WORK_HOME=/design/flow/orfs finish
==> flow_summary.ini <==
; implementation run metrics
[yosys]
netlist_instances = 766
synth_area_mm2 = 0.00605
ys_warn_count = 1
area_leaders = ha_1, fa_1, xnor2_1
synth_cell_types = 74
yosys_cells = 766
ys_area_mm2 = 0.00605
top_area_cell = ha_1
postSynthSeqShare_pct = 0
avgSynthCellArea_um2 = 7.90
synth_top_area_share_pct = 21.9

[cells_and_area]
fillCellCount = 1056
fin_cells = 986
flop-count = 0
n_clock_buffer = 0
area.growth.synth_to_final_pct = 16.3
drive_gt1_share_pct = 10.6
layout_top_cell = inv_1
regArea_um2 = 0
final_cell_mix = inv_1, ha_1, xnor2_1

[sta]
max_freq_ghz = 0.0940
fin_crit_sh_pct = 97.6
max_slew_margin_pct = 46.3
fin_crit_ns = 10.64
rsz0062_at_grt = no
setup_tns_ns = 0
tightest_slew_ns = 0.806
worst_slack_ns = 0.258
whs_ns = 5.59
hold_violations = 0
setup_violations = 0
maxSlewViolCount = 0

[global_routing]
grtUsageTotal_pct = 26.5
grt_pass1_vias = 5205
overflow = 0
grt_max_degree = 20
antenna_found_initial = 0
grt_pass1_wl_um = 26100

[die]
initCoreUtil_pct = 52.1
coreArea_mm2 = 0.0116
dieArea_mm2 = 0.0126
die_x_um = 112
chipHeight_um = 112
io_pins = 45
core.rowCount = 39

[detailed_routing]
routedWlPerCell_um = 15.8
first_iter_violations = 342
avgViaCountPerCell = 5.56
wl_um = 15600
vias = 5484
ant_nets = 0
drc = 0
antenna_cells = 0
first_pass_iters = 15

[min_path]
hold_class = input pin to output pin
hold_path_startpoint = currentypos[0]

[place]
portBuffers = 45
dp_slack_ns = -0.0204
hpwl_um = 13700
gp_congestion = 0.944
dpl.cell_count = 985

[job]
drv_cap = 0
warnings = 48

[setup_path]
required_ns = 8.72
cp-startpoint = currentxpos[0]
critPathMaxFanout = 5
timing.critical_path.arrival_ns = 8.46
critical_path_class = input pin to output pin
critical-path-slowest-cell = fa_1
critPathLaunchType = input pin
end_kind = output pin
max_stage_delay_ns = 0.56

[status]
status = completed
-- repair_timing --
action / in CTS / in global routing
setup buffers: 0 / 1
pin swaps: 0 / 6
endpoints found under the hold margin: 0 / 0
resized: 3 / 18
setup endpoints to repair: 4 / 8
hold buffers: 0 / 0
-- metal layers --
layer / vias up / GRT usage [%] / wire, µm
li1: 2817 / - / -
met1: 2539 / 42.9 / 7990
met2: 122 / 41.9 / 6920
met3: 6 / 1.05 / 572
met4: 0 / 1.96 / 127
met5: - / 0 / 0
-- cells by family after synthesis --
| group | after synthesis | share of synthesized area, % |
|---|---|---|
| AND/OR/NAND/NOR | 183 | 15.4 |
| AND-OR/OR-AND | 197 | 23.2 |
| adder cells (fa/ha/maj) | 152 | 37.1 |
| multiplexers | 9 | 1.55 |
| XOR/XNOR | 101 | 14.6 |
| buffers and inverters | 124 | 8.10 |
-- synthesized netlist by cell type (10+ instances only) --
cell type / count
a21o_1: 17
a21oi_1: 49
fa_1: 46
ha_1: 106
inv_1: 108
nand2_1: 32
nor2_1: 56
nor2b_1: 10
nor3_1: 22
o21a_1: 14
o21ai_0: 36
xnor2_1: 71
xor2_1: 30
-- critical path: cells and delay by family --
kind / cells / cell delay (ns)
simple gates: 3 / 0.57
fa+ha+maj: 6 / 2.46
buf+inv: 5 / 0.93
xor+xnor: 2 / 0.38
compound gates: 9 / 1.90
-- per-stage QoR --
stage | cell area (µm²) | utilization [%]
after detailed placement | 6950 | 59.9
after floorplan | 6050 | -
final | 7040 | 60.6
after global placement | 6950 | 59.9
after global routing | 7040 | 60.6
after CTS | 6960 | 60.0
-- path summary, 6_finish.rpt --
path | end | cells after the start | slack [ns]
max | read_addr[15] | 25 | 0.26
min | read_addr[0] | 4 | 5.59
-- area by class of cell --
class	count	area [µm²]	area share [%]
multi-input combinational	642	5640	80.2
inverter	108	405	5.76
timing repair buffer	93	813	11.5
tap	143	179	2.54
